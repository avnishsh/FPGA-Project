`/design/flow/config.mk`:
```
export PLATFORM = sky130hd
export DESIGN_NAME = Signal_generator
export DESIGN_NICKNAME = Signal_generator
export VERILOG_FILES = /design/flow/design.v
export SDC_FILE = /design/flow/constraint.sdc
export NUM_CORES = 4
export LEC_CHECK = 1
export CORE_UTILIZATION = 50
```
`/design/flow/constraint.sdc`:
```
current_design Signal_generator

set clk_period 6.0
set clk_io_pct 0.2

create_clock -name clk0 -period $clk_period [get_ports {CLOCK_50}]

set non_clock_inputs [all_inputs -no_clocks]
set_input_delay [expr $clk_period * $clk_io_pct] -clock clk0 $non_clock_inputs
set_output_delay [expr $clk_period * $clk_io_pct] -clock clk0 [all_outputs]
```
`/design/flow/design.v`:
```
module  Signal_generator(
CLOCK_50,
signal	);
input CLOCK_50;
output [15:0] signal;
reg[7:0] sinAddr;
reg[15:0] sine; 
parameter integer nb=256;
integer nb_count;
reg[7:0] data=8'b10101100;
reg[7:0] bit_ctl;
reg [15:0] signal;  
always@(posedge CLOCK_50)
begin
if(bit_ctl<8'd8)
	begin
	if(nb_count==nb-1)
		begin
		nb_count<=0;
		bit_ctl<=bit_ctl +1;
		end
	else
		begin
		nb_count=nb_count + 1;
		end
	if(data[bit_ctl]==1'b1)
		begin
		sinAddr <= sinAddr + 1;
		end
	if(data[bit_ctl]==1'b0)
		begin
		sinAddr <= sinAddr + 2;
		end
		signal<= sine;
	end
else
	begin
	signal<= 16'd32768;
	if(nb_count==nb-1)
		begin
		nb_count<=0;
		bit_ctl<=0;
		end
	else
		begin
		nb_count<= nb_count +1;
		end
	end
end
always@(sinAddr)
	begin
		case(sinAddr)
			8'd0: sine = 16'd32768 ;
			8'd1: sine = 16'd33572 ;
			8'd2: sine = 16'd34376 ;
			8'd3: sine = 16'd35179 ;
			8'd4: sine = 16'd35980 ;
			8'd5: sine = 16'd36779 ;
			8'd6: sine = 16'd37576 ;
			8'd7: sine = 16'd38370 ;
			8'd8: sine = 16'd39161;
			8'd9: sine = 16'd39948 ;
			8'd10: sine = 16'd40730 ;
			8'd11: sine = 16'd41508 ;
			8'd12: sine = 16'd42280 ;
			8'd13: sine = 16'd43047 ;
			8'd14: sine = 16'd43807 ;
			8'd15: sine = 16'd44561 ;
			8'd16: sine = 16'd45308 ;
			8'd17: sine = 16'd46047 ;
			8'd18: sine = 16'd46778 ;
			8'd19: sine = 16'd47501;
			8'd20: sine = 16'd48215;
			8'd21: sine = 16'd48919 ;
			8'd22: sine = 16'd49614 ;
			8'd23: sine = 16'd50299 ;	
			8'd24: sine = 16'd50973 ;
			8'd25: sine = 16'd51636 ;
			8'd26: sine = 16'd52288 ;
			8'd27: sine = 16'd52928 ;
			8'd28: sine = 16'd53556 ;
			8'd29: sine = 16'd54171 ;
			8'd30: sine = 16'd54774 ;
			8'd31: sine = 16'd55363 ;			
			8'd32: sine = 16'd55938;
			8'd33: sine = 16'd56500 ;
			8'd34: sine = 16'd57047 ;
			8'd35: sine = 16'd57580 ;
			8'd36: sine = 16'd58098 ;
			8'd37: sine = 16'd58601 ;
			8'd38: sine = 16'd59088 ;
			8'd39: sine = 16'd59559 ;		
			8'd40: sine = 16'd60014;
			8'd41: sine = 16'd60452 ;
			8'd42: sine = 16'd60874 ;
			8'd43: sine = 16'd61279;
			8'd44: sine = 16'd61667;
			8'd45: sine = 16'd62037 ;
			8'd46: sine = 16'd62390 ;
			8'd47: sine = 16'd62725 ;	
			8'd48: sine = 16'd63042 ;
			8'd49: sine = 16'd63340 ;
			8'd50: sine = 16'd63621 ;
			8'd51: sine = 16'd63882 ;
			8'd52: sine = 16'd64125 ;
			8'd53: sine = 16'd64349 ;
			8'd54: sine = 16'd64554 ;
			8'd55: sine = 16'd64740 ;
			8'd56: sine = 16'd64906;
			8'd57: sine = 16'd65054 ;
			8'd58: sine = 16'd65181 ;
			8'd59: sine = 16'd65290 ;
			8'd60: sine = 16'd65378 ;
			8'd61: sine = 16'd65447 ;
			8'd62: sine = 16'd65497 ;
			8'd63: sine = 16'd65526 ;
			8'd64: sine = 16'd65535 ;
			8'd65: sine = 16'd65526 ;
			8'd66: sine = 16'd65497 ;
			8'd67: sine = 16'd65447;
			8'd68: sine = 16'd65378;
			8'd69: sine = 16'd65290 ;
			8'd70: sine = 16'd65181 ;
			8'd71: sine = 16'd65054 ;
			8'd72: sine = 16'd64906 ;
			8'd73: sine = 16'd64740 ;
			8'd74: sine = 16'd64554 ;
			8'd75: sine = 16'd64349 ;
			8'd76: sine = 16'd64125 ;
			8'd77: sine = 16'd63882 ;
			8'd78: sine = 16'd63621 ;
			8'd79: sine = 16'd63340 ;
			8'd80: sine = 16'd63042;
			8'd81: sine = 16'd62725;
			8'd82: sine = 16'd62390 ;
			8'd83: sine = 16'd62037 ;
			8'd84: sine = 16'd61667 ;
			8'd85: sine = 16'd61279 ;
			8'd86: sine = 16'd60874 ;
			8'd87: sine = 16'd60452 ;
			8'd88: sine = 16'd60014;
			8'd89: sine = 16'd59559 ;
			8'd90: sine = 16'd59088 ;		
			8'd91: sine = 16'd58601;
			8'd92: sine = 16'd58098;
			8'd93: sine = 16'd57580;
			8'd94: sine = 16'd57047 ;
			8'd95: sine = 16'd56500 ;
			8'd96: sine = 16'd55938 ;
			8'd97: sine = 16'd55363 ;
			8'd98: sine = 16'd54774 ;
			8'd99: sine = 16'd54171 ;
			8'd100: sine =16'd53556 ;
			8'd101: sine =16'd52928 ;
			8'd102: sine =16'd52288 ;
			8'd103: sine =16'd51636 ;
			8'd104: sine =16'd50973;
			8'd105: sine =16'd50299 ;
			8'd106: sine =16'd49614 ;
			8'd107: sine = 16'd48919 ;	
			8'd108: sine = 16'd48215 ;
			8'd109: sine = 16'd47501 ;
			8'd110: sine = 16'd46778 ;
			8'd111: sine = 16'd46047 ;
			8'd112: sine = 16'd45308 ;
			8'd113: sine = 16'd44561 ;
			8'd114: sine = 16'd43807 ;
			8'd115: sine = 16'd43047;
			8'd116: sine = 16'd42280;
			8'd117: sine = 16'd41508 ;
			8'd118: sine = 16'd40730 ;
			8'd119: sine = 16'd39948 ;
			8'd120: sine = 16'd39161 ;
			8'd121: sine = 16'd38370 ;
			8'd122: sine = 16'd37576 ;
			8'd123: sine = 16'd36779 ;
			8'd124: sine = 16'd35980 ;
			8'd125: sine = 16'd35179 ;
			8'd126: sine = 16'd34376 ;
			8'd127: sine = 16'd33572 ;
			8'd128: sine = 16'd32768;
			8'd129: sine = 16'd31964 ;
			8'd130: sine = 16'd31160 ;
			8'd131: sine = 16'd30357 ;
			8'd132: sine = 16'd29556 ;
			8'd133: sine = 16'd28757 ;
			8'd134: sine = 16'd27960 ;
			8'd135: sine = 16'd27166 ;
			8'd136: sine = 16'd26375;
			8'd137: sine = 16'd25588 ;
			8'd138: sine = 16'd24806 ;
			8'd139: sine = 16'd24028;
			8'd140: sine = 16'd23256;
			8'd141: sine = 16'd22489 ;
			8'd142: sine = 16'd21729 ;
			8'd143: sine = 16'd20975 ;
			8'd144: sine = 16'd20228 ;
			8'd145: sine = 16'd19489 ;
			8'd146: sine = 16'd18758 ;
			8'd147: sine = 16'd18035 ;
			8'd148: sine = 16'd17321 ;
			8'd149: sine = 16'd16617 ;
			8'd150: sine = 16'd15922 ;
			8'd151: sine = 16'd15237 ;	
			8'd152: sine = 16'd14563;
			8'd153: sine = 16'd13900 ;
			8'd154: sine = 16'd13248 ;
			8'd155: sine = 16'd12608 ;
			8'd156: sine = 16'd11980 ;
			8'd157: sine = 16'd11365 ;
			8'd158: sine = 16'd10762 ;
			8'd159: sine = 16'd10173 ;
			8'd160: sine = 16'd9598 ;
			8'd161: sine = 16'd9036 ;
			8'd162: sine = 16'd8489 ;
			8'd163: sine = 16'd7956;
			8'd164: sine = 16'd7438;
			8'd165: sine = 16'd6935 ;
			8'd166: sine = 16'd6448 ;
			8'd167: sine = 16'd5977 ;
			8'd168: sine = 16'd5522 ;
			8'd169: sine = 16'd5084 ;
			8'd170: sine = 16'd4662 ;
			8'd171: sine = 16'd4257 ;
			8'd172: sine = 16'd3869 ;
			8'd173: sine = 16'd3499 ;
			8'd174: sine = 16'd3146 ;
			8'd175: sine = 16'd2811 ;
			8'd176: sine = 16'd2494;
			8'd177: sine = 16'd2196;
			8'd178: sine = 16'd1915 ;
			8'd179: sine = 16'd1654 ;
			8'd180: sine = 16'd1411 ;
			8'd181: sine = 16'd1187 ;
			8'd182: sine = 16'd982 ;
			8'd183: sine = 16'd796 ;	
			8'd184: sine = 16'd630;
			8'd185: sine = 16'd482 ;
			8'd186: sine = 16'd355 ;		
			8'd187: sine = 16'd246;
			8'd188: sine = 16'd158;
			8'd189: sine = 16'd89;
			8'd190: sine = 16'd39 ;
			8'd191: sine = 16'd10 ;	
			8'd192: sine = 16'd0 ;
			8'd193: sine = 16'd10 ;
			8'd194: sine = 16'd39 ;
			8'd195: sine = 16'd89 ;
			8'd196: sine = 16'd158 ;
			8'd197: sine = 16'd246 ;
			8'd198: sine = 16'd355 ;
			8'd199: sine = 16'd482 ;
			8'd200: sine = 16'd630;
			8'd201: sine = 16'd796 ;
			8'd202: sine = 16'd982 ;
			8'd203: sine = 16'd1187 ;
			8'd204: sine = 16'd1411 ;
			8'd205: sine = 16'd1654 ;
			8'd206: sine = 16'd1915 ;
			8'd207: sine = 16'd2196 ;
			8'd208: sine = 16'd2494 ;
			8'd209: sine = 16'd2811 ;
			8'd210: sine = 16'd3146 ;
			8'd211: sine = 16'd3499;
			8'd212: sine = 16'd3869;
			8'd213: sine = 16'd4257 ;
			8'd214: sine = 16'd4662 ;
			8'd215: sine = 16'd5084 ;
			8'd216: sine = 16'd5522 ;
			8'd217: sine = 16'd5977 ;
			8'd218: sine = 16'd6448 ;
			8'd219: sine = 16'd6935;
			8'd220: sine = 16'd7438 ;
			8'd221: sine = 16'd7956 ;
			8'd222: sine = 16'd8489 ;
			8'd223: sine = 16'd9036 ;	
			8'd224: sine = 16'd9598;
			8'd225: sine = 16'd10173 ;
			8'd226: sine = 16'd10762;
			8'd227: sine = 16'd11365 ;
			8'd228: sine = 16'd11980 ;
			8'd229: sine = 16'd12608 ;
			8'd230: sine = 16'd13248 ;
			8'd231: sine = 16'd13900 ;
			8'd232: sine = 16'd14563;
			8'd233: sine = 16'd15237 ;
			8'd234: sine = 16'd15922 ;
			8'd235: sine = 16'd16617;
			8'd236: sine = 16'd17321;
			8'd237: sine = 16'd18035 ;
			8'd238: sine = 16'd18758 ;
			8'd239: sine = 16'd19489 ;	
			8'd240: sine = 16'd20228 ;
			8'd241: sine = 16'd20975 ;
			8'd242: sine = 16'd21729 ;
			8'd243: sine = 16'd22489 ;
			8'd244: sine = 16'd23256 ;
			8'd245: sine = 16'd24028 ;
			8'd246: sine = 16'd24806 ;
			8'd247: sine = 16'd25588 ;
			8'd248: sine = 16'd26375;
			8'd249: sine = 16'd27166 ;
			8'd250: sine = 16'd27960 ;
			8'd251: sine = 16'd28757 ;
			8'd252: sine = 16'd29556 ;
			8'd253: sine = 16'd30357 ;
			8'd254: sine = 16'd31160 ;
			8'd255: sine = 16'd31964 ;
			default: sine = 16'd0;
		endcase
	end	
endmodule
```
`/design/flow/run.sh`:
```
#!/bin/bash
# OpenROAD 26Q1-2900-gdf79404cd8, Yosys 0.63+post, stock flow scripts
make -C /OpenROAD-flow-scripts/flow DESIGN_CONFIG=/design/flow/config.mk WORK_HOME=/design/flow/orfs finish
```
==> out/metrics.cfg <==
[cts]
cts_inserted_buffers=9
postCtsSetupRepairBufs=0
cts_tree=yes
clockBufferDepth=2
ctsHoldBuffers=0
cts_sinks=64
postCtsResizedCells=0
cts_root_buffer=clkbuf_16
path_clk_slew_ns=0.07
clock_latency_ns=0.35
cts_max_level=3

[worst_setup_path]
r2r-end=signal[11]$_SDFF_PP0_
crit_chain=inv_1 -> ha_1 -> inv_1 -> ha_1 -> nor3b_1 -> a211oi_1 -> a221o_1 -> a221oi_1 -> o21ai_1 -> a32o_1
critPathMaxFanout=21
path_buffers=2
critical_path_depth=10
cp-end-kind=register
crit_end=signal[11]$_SDFF_PP0_
crit_arrival_ns=4.43
start_kind=register
startpoint=sinAddr[0]$_DFFE_PP_
r2r_slack_ns=1.81
path_delay_family=adder cells
reg2reg_from=sinAddr[0]$_DFFE_PP_
reg2regPathDepth=10
critPathMaxStageDelay_ns=0.77
path_class=register to register
cpMaxStageDelayCell=edfxtp_1
required_ns=6.24

[logic_synthesis]
yosysWarnings=1
area_leaders=dfxtp_1 (14%), edfxtp_1 (6.9%), ha_1 (5.8%), o21ai_0 (5.0%), a21oi_1 (4.7%)
syn_inst=958
ff_type=dfxtp_1
yosys-stat-cells=958
synth.avg_cell_area_um2=7.26
ys_types=76
synth_seq_share_pct=20.7
async_flop_share_pct=0
ys_ff=64
ys_area_um2=6960
top_cell_area_share_pct=13.8
largest_area_cell=dfxtp_1
syn_area_um2=6960
synth-edff-count=16

[sta]
skew_ns=0.0107
drv_slew=0
relSlewSlack_pct=42.5
final.setup.tns_ns=0
hold_slack_ns=0.478
worst_slew_pin_slew_ns=0.859
min_period_ns=4.19
setup_viol=0
min_period_over_period_pct=69.9
max_freq_ghz=0.239
hold_violations=0
rsz0062_at_grt=false

[detailed_routing]
remaining_drc_errors=0
viasPerCell=7.70
drt_wl_total_mm=33.8
vias=8432
drtIter0Drc=2211
wire_per_inst_um=30.9
antenna_left=0
drtPass1Iterations=9

[floorplan]
die_x_um=120
fp_util_pct=51.9
ioPinCount=17
row_count=42
coreArea_um2=13400
fp.dieH_um=120
dieArea_um2=14400

[global_route]
grt_max_degree=143
grt_pass1_wl_mm=49.3
gr-total-overflow=0
grt_pass1_vias=7637
grtUsageTotal_pct=48.5
antenna_found_initial=2

[finish]
lay_top_cells=nand2_1 (82), nor2_1 (79), o21ai_0 (69)
post-route-util_pct=55.4
drive_gt1_share_pct=6.97
area_delta_synth_final_pct=6.67
fin_cells=1095
n_fill_cell=1197
lay_top_count=nand2_1

[place]
place_inst=1078
port_buffers=16
routabilityCongestion=1.14
hpwl_mm=22.3

[hold_path]
min_path_type=register to register

[pwr]
peakVddDrop_uv=253
p_leak_uw=0.00267
p_per_area_nw_per_um2=143
finalPower_uw=1060

[status]
run_status=complete, no violations

[flow_run]
warning_count=52
drv_cap=0

-- cells in the mapped netlist, types with 4 or more instances --
cell type,instances
xnor2_1,25
o311a_1,4
o221ai_1,4
o41ai_1,5
nor2b_1,23
ha_1,32
inv_1,14
or2_2,6
a211oi_1,28
o2111ai_1,5
dfxtp_1,48
nor4_1,7
nand4_1,5
o211ai_1,15
clkbuf_1,41
mux2i_1,7
a31oi_1,13
and4_1,4
nand2b_1,30
and2_1,9
nand3_1,53
nor2_2,4
buf_2,42
edfxtp_1,16
nor3_1,46
and3_1,15
o22ai_1,5
a32o_1,4
o311ai_0,14
a22oi_1,5
nor2_1,79
o21ai_0,69
o31ai_1,10
or3_1,8
nand2_1,82
mux4_2,7
a211o_1,5
a311oi_1,15
a2111oi_0,5
a21oi_1,66
xor2_1,13
a221oi_1,11
buf_1,6
-- how the worst min path moves through the flow --
stage,slack [ns],endpoint,from,cells past startpoint
final,0.48,nb_count[31]$_SDFF_PN0_,nb_count[31]$_SDFF_PN0_,1
after global routing,0.49,nb_count[31]$_SDFF_PN0_,nb_count[31]$_SDFF_PN0_,1
after CTS,0.48,nb_count[31]$_SDFF_PN0_,nb_count[31]$_SDFF_PN0_,1
-- worst register-to-register path, stage by stage (launching register included) --
cell and delay [ns]:
edfxtp_1 0.77, inv_1 0.39, ha_1 0.66, inv_1 0.26
ha_1 0.47, nor3b_1 0.52, a211oi_1 0.11, a221o_1 0.30
a221oi_1 0.27, o21ai_1 0.11, a32o_1 0.25
-- where the power goes --
group	internal, uW	leakage [uW]	switching [uW]
sequential	440	0.000537	0
combinational	0	0.00196	0.341
clock	394	0.000169	224
-- sequential cells by signal, summed over array words and instances, names as in the netlist --
signal    cells
nb_count     32
sinAddr       8
signal       16
bit_ctl       8
-- logic make-up (layout without fill, tap and decap cells) --
logic type	after synthesis	after routing	share of synthesized area (%)
AOI/OAI and AO/OA	306	306	29.7
other	1	5	0.0539
adders and majority gates	34	34	6.04
and+or+nand+nor	388	388	27.8
buffers and inverters	111	68	7.23
xor gates and xnor gates	38	38	4.78
muxes	16	16	3.60
DFF	64	64	20.7
-- layout make-up --
cell class                      count  area [um^2]  area share [%]
Timing Repair Buffer               36          323            4.35
Clock inverter                      6         95.1            1.28
Antenna cell                        1         2.50          0.0337
Sequential cell                    64         1440            19.4
Multi-Input combinational cell    786         5030            67.8
Inverter                           16         60.1           0.809
Clock buffer                       10          250            3.37
Tap cell                          176          220            2.97
-- layer usage --
metal	vias to the layer above	routed length (um)	global-route usage, %
met5	-	87	2.57
met3	273	5540	25.1
met1	3855	11700	60.6
met4	6	3320	30.0
li1	3500	-	-
met2	798	13100	65.8
-- through the flow --
step	cell area [um^2]	setup slack [ns]
6_report	7420	1.81
5_1_grt	7420	1.64
4_1_cts	7420	1.99
3_5_place_dp	7070	1.99
3_3_place_gp	7070	2.28
2_1_floorplan	6970	2.39
No activity file was given, so power comes from the tool's default toggle rates.
