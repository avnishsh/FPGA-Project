[design/flow/run.sh]
#!/bin/bash
# OpenROAD 26Q1-2900-gdf79404cd8, Yosys 0.63+post, stock flow scripts
make -C /OpenROAD-flow-scripts/flow DESIGN_CONFIG=/design/flow/config.mk WORK_HOME=/design/flow/orfs finish
[design/flow/config.mk]
export PLATFORM = sky130hd
export DESIGN_NAME = oscilloscope
export DESIGN_NICKNAME = oscilloscope
export VERILOG_FILES = /design/flow/design.v
export SDC_FILE = /design/flow/constraint.sdc
export NUM_CORES = 4
export LEC_CHECK = 1
export CORE_UTILIZATION = 40
[design/flow/constraint.sdc]
current_design oscilloscope

set clk_period 5.8
set clk_io_pct 0.2

create_clock -name clk0 -period $clk_period [get_ports {CLOCK_50}]

set non_clock_inputs [all_inputs -no_clocks]
set_input_delay [expr $clk_period * $clk_io_pct] -clock clk0 $non_clock_inputs
set_output_delay [expr $clk_period * $clk_io_pct] -clock clk0 [all_outputs]
[design/flow/design.v]
module VGA_Controller(reset,
vga_clk,
BLANK_n,
HS,
VS,
CoorX,
CoorY);
input reset;
input vga_clk;
output reg BLANK_n;
output reg HS;
output reg VS;
output [10:0] CoorX;
output [9:0] CoorY;
parameter hori_line  = 800;        
parameter hori_back  = 48;
parameter hori_front = 16;
parameter vert_line  = 525;       
parameter vert_back  = 33;
parameter vert_front = 10;
parameter H_sync_cycle = 96;
parameter V_sync_cycle = 2;
reg  [10:0] h_cnt;
reg  [9:0] v_cnt;
wire cHD,cVD,cDEN,hori_valid,vert_valid;
assign CoorX  = (h_cnt<(hori_line-hori_front) && h_cnt>=(hori_back+H_sync_cycle))	?	h_cnt-hori_back-H_sync_cycle	:	11'd640;
assign CoorY  = (v_cnt<(vert_line-vert_front) && v_cnt>=(vert_back+V_sync_cycle))	?  v_cnt-vert_back-V_sync_cycle	:	10'd480; 
always@(negedge vga_clk,posedge reset)
begin
  if (reset)
  begin
     h_cnt<=11'd0;
     v_cnt<=10'd0;
  end
    else
    begin
      if (h_cnt==hori_line-1)
      begin 
         h_cnt<=11'd0;
         if (v_cnt==vert_line-1)
            v_cnt<=10'd0;
         else
            v_cnt<=v_cnt + 1;
      end
      else
         h_cnt<=h_cnt + 1;
    end
end
assign cHD = (h_cnt<H_sync_cycle)?1'b0:1'b1;
assign cVD = (v_cnt<V_sync_cycle)?1'b0:1'b1;
assign hori_valid = (h_cnt<(hori_line-hori_front) && h_cnt>=(hori_back+H_sync_cycle))? 1'b1:1'b0 ;
assign vert_valid = (v_cnt<(vert_line-vert_front) && v_cnt>=(vert_back+V_sync_cycle))? 1'b1:1'b0 ;
assign cDEN = (hori_valid && vert_valid)? 1'b1:1'b0 ;
always@(negedge vga_clk)
begin
  HS<=cHD;
  VS<=cVD;
  BLANK_n<=cDEN;
end
endmodule
module oscilloscope(  CLOCK_50,
signal,
oVGA_CLK,
oVS,
oHS,
oBLANK_n,
b_data,
g_data,
r_data,
SW0,
ifft_I,
ifft_Q);
input CLOCK_50;
input [15:0] signal;
output oVGA_CLK;
output oVS;
output oHS;
output oBLANK_n;
output reg [7:0]b_data ;
output reg [7:0]g_data ;  
output reg [7:0]r_data ;
input SW0;  
input wire signed [7:0] ifft_I;
input wire signed [7:0] ifft_Q;                  
wire cBLANK_n;
wire cHS;
wire cVS;   
wire  [15:0]signal;
reg vga_clk_reg;                   
wire iVGA_CLK;
wire [10:0] CX;
wire [9:0] CY;
	parameter DivX=10.0;  			 
	parameter Ttotal=0.000025;   		 
	parameter pixelsH=640.0;  		 
	parameter IncPixX=Ttotal/(pixelsH-1.0);			 
	parameter DivY=8.0;  			 
	parameter Atotal=8.0;			 
	parameter pixelsV=480.0;  		 
	parameter IncPixY=Atotal/(pixelsV-1.0);	 
parameter Amp=3.0;				 
parameter integer Apixels=Amp/IncPixY;		 
parameter nc = 1;	 
reg [15:0] capturedVals[((nc*8)-1):0];  
integer i;					 
integer j; 					 
parameter integer nf=2; 			 
reg [9:0] ValforVGA; 
reg [9:0] oldValforVGA; 
integer cf;
integer cf_count;
integer mov = ((nc*8)-1-2); 
always@(negedge cVS)
begin
if(SW0)
begin
if (cf_count==cf)
	begin
	cf_count<= 0;
	end
else
	begin
	cf_count<=cf_count+1;
	end
if (mov<0)
	begin
	mov<= ((nc*8)-1-2); 
	end
else
	begin
	mov<= mov - 2;
	end
end
end
always@(negedge iVGA_CLK)
 begin
oldValforVGA<=ValforVGA;
if (CY==ValforVGA)
	begin
	g_data<=8'hFF;
	end
	if ((CY==ValforVGA-10)&&(CY==ValforVGA+10))
	begin
	g_data<=8'hFF;
	end
else if ( (CY<oldValforVGA) && (CY>ValforVGA) )
	begin
	g_data<=8'hFF;
	end
else if ( (CY>oldValforVGA) && (CY<ValforVGA) )
	begin
	g_data<=8'hFF;
	end
else if (CX==63||CX==127||CX==191||CX==255||CX==319||CX==383||CX==447||CX==511||CX==575||CX==639)
	begin
		b_data<=8'hFF;
		g_data<=8'hFF;
		r_data<=8'hFF;
	end
else if (CY==59||CY==119||CY==179||CY==239||CY==299||CY==359||CY==419||CY==479)
	begin
      b_data<=8'hFF;
		g_data<=8'hFF;
		r_data<=8'hFF;
	end
else
	begin
		b_data<=8'h00;
		g_data<=8'h00;
		r_data<=8'h00;
	end
 end
always @(posedge CLOCK_50)
begin
	vga_clk_reg =~vga_clk_reg;
end	
assign iVGA_CLK = vga_clk_reg;
assign oVGA_CLK = ~iVGA_CLK;
VGA_Controller VGA_ins
(
.vga_clk(iVGA_CLK),
.reset(1'b0),
.BLANK_n(cBLANK_n),
.HS(cHS),
.VS(cVS),
.CoorX(CX),
.CoorY(CY)
);
always@(negedge CLOCK_50)
begin
      if (i==((nc*8)-1)) 
			begin
			i<= 0;
			end
		else
			begin
			i<= i+1;
			end
		capturedVals[i]<= ifft_I;
end
always@(negedge iVGA_CLK)
begin
	if(cBLANK_n==1'b1)
		begin
		if (j>((nc*8)-1-2)) 
			begin
			j<= 0;
			end
		else
			begin
			j<=j+2;
			end
		end
	else
		begin
			j<=mov;
		end
	ValforVGA <= (239 + Apixels) - ((2*Apixels*capturedVals[j])>>8) ; 
end
reg [4:0] delay_bus;
reg [4:0] delay_busv;
reg [4:0] delay_bush;
always@(posedge iVGA_CLK)
begin
	delay_bus <= {delay_bus[3:0],cBLANK_n};
	delay_bush <= {delay_bush[3:0],cHS};
	delay_busv <= {delay_busv[3:0],cVS};
end
assign oBLANK_n = delay_bus[1];
assign oHS = delay_bush[1];
assign oVS = delay_busv[1];
endmodule
==> qor.txt <==
CP arrival: 1.69 ns
Total Wirelength: 18850 um
1st-pass router iterations: 51
PostCTS Resize Cnt: 0
CTS H-Tree Depth: 3
Hold WC Path Type: reg -> reg
Xor/xnor share: 9.380%
Share of layout cells above drive strength 1: 6.066%
Endpoints left unconstrained: 185
Tool Warnings: 150
Synth Instances: 975
Yosys simple share: 15.30%
Tally of buffers added on design ports: 37
Top logic family: simple AND/OR/NAND/NOR gates
Area contributors post-synth: edfxtp_1 30%, dfxtp_1 20%, ha_1 5.9%
Crit path max fanout: 8
Pins Over Slew Limit: 0
Clock Path Buffers: 2
PwrDens: 132.8 nW/um^2
Final Non-Filler Cells: 1423
Mapped Avg Cell Area: 11.01 sq um
Gr usage total: 15.02%
# setup viols final: 0
Post-route DRC: 10
Die x size: 165.8 um
GRT overflow: 0
# hold bufs at CTS: 0
Yosys top cell by area: edfxtp_1
FF+latch count, synth: 212
Kind of critical path: in -> reg
Max stage delay on crit path: 0.52 ns
Dpl cells: 1312
Std-Cell Rows: 59
Crit path buf inv count: 1
Slew margin rel.: 42.13%
Largest net degree at the start of global routing: 77
DRT iter0 DRCs: 267
Measured slew at the worst slew-check pin: 0.8440 ns
Number of enable flip-flop cells: 107
CTS Root Cell: clkbuf_16
Drt wl/cell: 13.25 um
Outcome: complete, but fails checks
Post-Synth AOI/OAI Area: 7.434%
Yosys cell types: 60
Synth warn: 3
Mapped Area: 10740 sq um
Core Util at FP: 40.97%
Max IR drop VDD: 215.9 uV
Yosys adder share: 8.553%
Crit-path cells: clkdlybuf4s50_1
Yosys cell count: 975
Worst skew pair latency: 0.40 ns
Via count: 7061
Crit-path slowest cell: clkdlybuf4s50_1
Antenna viol nets, final: 0
Boundary Pins: 62
Register pins left without a clock: 115
Yosys stat area: 10740 sq um
Core Util, Final: 45.87%
Pre-CTS setup slack: 0.8893 ns
CTS Buf Count: 9
Post-CTS Setup Repair Bufs: 0
Max cap viols: 0
Most flops, register: capturedVals
Top Layout Cells: 177 x inv_1, 107 x edfxtp_1, 105 x dfxtp_1, 80 x nor2_1, 62 x xnor2_1
Via/cell ratio: 4.962
Clk_skew: 0.01349 ns
Area of the core: 26210 sq um
Initial antenna violation count: 1
RSZ-0062 raised after global routing: false
Final Hold Fails: 0
Worst setup margin: 1.297 ns
Synth mux share: 4.381%
Leak pwr: 4.796 nW
Max reg flops: 64
GP Congestion: 0.8247
Hpwl dp: 13170 um
Ys async rst share: 0%
Vias in the first global route: 6982
Crit path launch type: primary input
Reg clk slew, reported paths: 0.03 ns
Post-synth top area share: 29.92%
Top flop regs: capturedVals x64, i x32, j x32
CTS tree: yes
TNS Setup: 0 ns
First-pass GRT wire length: 32810 um
Ys flop type: edfxtp_1
Sequential area share after synthesis: 49.50%
Top cell family by delay on the critical path: buffers and inverters
Antenna diode count: 0
Req. time, crit path: 2.98 ns
Failing checks: DRC
Die area: 27500 sq um
Most frequent logic cell in the layout: inv_1
Crit end category: flop
Area Overhead vs Synth: 11.94%
Die Ht: 165.8 um
## stage by stage
| stage | total power, mW | hold WS [ns] | cell area (sq um) |
|---|---|---|---|
| floorplan | 0.8534 | 0.4321 | 10740 |
| global placement | 0.8684 | 0.4486 | 11360 |
| detailed placement | 0.8688 | 0.4587 | 11360 |
| CTS | 1.633 | 0.4634 | 12020 |
| global route | 1.719 | 0.4883 | 12020 |
| finish | 1.596 | 0.4664 | 12020 |
## cell families after synthesis
logic type,count (synthesis)
buffers and inverters,132
adders and majority gates,65
DFF,212
AOI/OAI and AO/OA,113
xor gates and xnor gates,115
and+or+nand+nor,312
muxes,26
## synth_stat cells, types with 21 or more instances
| cell | instances |
|---|---|
| nand2_1 | 49 |
| nor2_1 | 80 |
| o2bb2ai_1 | 28 |
| dfxtp_1 | 105 |
| nor4_1 | 21 |
| inv_1 | 83 |
| ha_1 | 51 |
| a21oi_1 | 24 |
| edfxtp_1 | 107 |
| xnor2_1 | 62 |
| nand4_1 | 23 |
| buf_4 | 22 |
| nand3_1 | 38 |
| clkbuf_1 | 24 |
| xor2_1 | 53 |
## path summary, 6_finish.rpt
kind                   from            endpoint  slack (ns)  depth (start not counted)
setup / recovery  ifft_I[0]  capturedVals[6][0]        1.30                          1
hold / removal        i[31]               i[31]        0.47                          1
setup reg to reg       i[2]               i[31]        3.36                          7
hold reg to reg       i[31]               i[31]        0.47                          1
## per-layer routing
metal | global-route usage (%) | share of wire [%] | vias to the layer above
met1 | 22.45 | 49 | 3253
met3 | 5.438 | 5.3 | 7
met5 | 0 | 0.069 | -
met2 | 22.61 | 45 | 129
li1 | - | - | 3670
met4 | 1.950 | 0.33 | 2
## cell type report
type	count	area, sq um
clock buffers	9	225.2
fillers	2397	14190
flip-flops and latches	212	5315
inverters	82	307.8
well taps	335	419.2
multi-input cells	631	4841
repair buffers	51	475.5
clock inverters	103	436.7
## where the power goes
part	switching, mW	internal [mW]	total, mW
sequential	0	0.744	0.744
clock	0.410	0.426	0.836
combinational	0.00955	0.00582	0.0154
total	0.419	1.18	1.60
Power is estimated from default activity; no workload was simulated.
